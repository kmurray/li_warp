==> /design/flow/design.v <==
interface li_link #(parameter WIDTH=17);
	logic stop;
	logic valid;
	logic [WIDTH-1:0] data;
	modport source (input stop, output valid, output data);
	modport sink (output stop, input valid, input data);
endinterface
 module pearl #(
	parameter DWIDTH = 16
 ) (
	input clk,
   input clk_ena,
	input reset,
	input [DWIDTH-1:0] i_data1,
	input [DWIDTH-1:0] i_data2,
	output [DWIDTH-1:0] o_data
 );
    wire [DWIDTH-1:0] anded_data;
    assign anded_data = i_data1 & i_data2;
	reg [DWIDTH-1:0] r_data;
	always@(posedge clk or posedge reset) begin
		if(reset) begin
			r_data <= {(DWIDTH) {1'b0}};
		end else if (clk_ena) begin
			r_data <= anded_data;
		end else begin
			r_data <= r_data;
		end
	end
	assign o_data = r_data;
 endmodule
==> /design/flow/run.sh <==
#!/bin/bash
# OpenROAD 26Q1-2900-gdf79404cd8, Yosys 0.63+post, stock flow scripts
make -C /OpenROAD-flow-scripts/flow DESIGN_CONFIG=/design/flow/config.mk WORK_HOME=/design/flow/orfs finish
==> /design/flow/config.mk <==
export PLATFORM = sky130hd
export DESIGN_NAME = pearl
export DESIGN_NICKNAME = pearl
export VERILOG_FILES = /design/flow/design.v
export SDC_FILE = /design/flow/constraint.sdc
export NUM_CORES = 4
export LEC_CHECK = 1
export CORE_AREA = 10 10 73 73
export DIE_AREA = 0 0 83 83
==> /design/flow/constraint.sdc <==
current_design pearl

set clk_period 1.0
set clk_io_pct 0.2

create_clock -name clk0 -period $clk_period [get_ports {clk}]

set non_clock_inputs [all_inputs -no_clocks]
set_input_delay [expr $clk_period * $clk_io_pct] -clock clk0 $non_clock_inputs
set_output_delay [expr $clk_period * $clk_io_pct] -clock clk0 [all_outputs]
==> results.toml <==
# synthesis and place-and-route metrics
[place]
gp_congestion = 0.787
hpwlAfterDp_um = 1670
io_buffer_count = 50
dp_cells = 167

[clocking]
cts_htree_levels = 1
max-clock-path-buffers = 2
clkTransAtPathRegs_ps = 60
clock_sinks = 16
cts_tree = "yes"
clkLatencyLatePin_ps = 240
hold_buffers = 0
cts_made_buffers = 3
cts_root_buf = "clkbuf_8"

[yosys]
avgSynthCellArea_um2 = 9.48
ys.warnings.count = 1
synth.cell_area_um2 = 644
synth_top_area_share_pct = 62.1
synthMuxAreaShare_pct = 0
ys_seq_share_pct = 62.1
ys_area_um2 = 644
ys_cells = 68
ys_ff = 16
synth_top_cell_by_area = "dfrtp_1"
aoi_share_pct = 12.4
simple_gate_area_share_pct = 12.4
synthCells = 68
ys_top_logic_family = "buffers and inverters"
yosys-top-cells-area = "dfrtp_1, nand3_1, o21ai_0"
adder_share_pct = 0
xor_area_share_pct = 0
synth.distinct_cells = 6

[final_timing]
slew_headroom_pct = 89.8
fmax_mhz = 1060
whs_ps = 268
period_minus_slack_ps = 947
setup_viol = 0
tightestPinTransition_ps = 152
hold_violations = 0
skew_ps = 0
rsz0062_at_grt = "no"
report.final.slew_viol_count = 0
finalCritPeriodShare_pct = 94.7

[critical_path]
cp.arrival_ps = 750
crit_path_cell_trace = "buf_2"
critPathCaptureType = "primary output"
cp_num_buf_inv = 1
slowest_delay_ps = 390
crit_family = "flip-flops"
start_kind = "register"
critPathKind = "register to primary output"
cp.required_ps = 800
worstPathMaxFanout = 2
crit_slowest_cell = "dfrtp_1"

[global_route]
first_global_vias = 746
use_met1_pct = 7.65
grt_usage_pct = 5.99
antenna_found_initial = 0
use_met2_pct = 9.57
grt_pass1_wl_um = 3540
grt_use_met3_pct = 2.76
grt_start_max_net_pins = 23
grt-busiest-layer = "met2"
grt_overflow_total = 0

[pwr]
seqPwrFrac_pct = 45.2
clkPwrFrac_pct = 35.5
swShare_pct = 20.7
power.density_mw_per_mm2 = 1260
ir_worst_vdd_mv = 0.928
p_int_mw = 1.27
switchingPower_mw = 0.331
leakage_nw = 0.602
pwr-share-comb_pct = 19.4

[job]
warnings = 25
maxCapViolCount = 0

[final_layout]
drive_gt1_share_pct = 23.8
area_growth_syn_to_layout_pct = 96.7
fin_cells = 178
lay_top_count = "clkdlybuf4s50_1"
reg_top3 = "r_data (16)"
regMostFlops = "r_data"
lay_top_cells = "clkdlybuf4s50_1, inv_1"
largest_reg_flops = 16

[status]
status = "complete, no violations"

[detailed_routing]
drc_errors = 0
antenna_cells = 0
via_per_inst = 3.69
wl_per_cell_um = 11.4
first_pass_iters = 2
vias = 656
finalWirelength_um = 2030
drtAntennaViolNets = 0
first_iter_violations = 7

[floorplanning]
initial_utilization_pct = 17.2
die_h_um = 83
io-pin-count = 51
rows = 22
die_w_um = 83
core_mm2 = 0.00374
die-area_mm2 = 0.00689

[hold_path]
hold_class = "input pin to asynchronous set/reset pin"
## path summary, 6_finish.rpt
path / from / depth (start not counted) / to / slack, ps
max: r_data[14]$_DFFE_PP0P_ / 1 / o_data[14] / 50
min: reset / 3 / r_data[15]$_DFFE_PP0P_ / 270
max reg2reg: r_data[8]$_DFFE_PP0P_ / 4 / r_data[8]$_DFFE_PP0P_ / 180
min reg2reg: r_data[2]$_DFFE_PP0P_ / 2 / r_data[2]$_DFFE_PP0P_ / 530
max in group asynchronous: reset / 3 / r_data[6]$_DFFE_PP0P_ / 610
min in group clk0: i_data1[2] / 3 / r_data[2]$_DFFE_PP0P_ / 520
## metrics by stage
step	utilization, %	TNS [ps]	total power [mW]	instance area, µm²	worst slack [ps]
finish	33.9	0	1.60	1270	52.6
global placement	33.1	-1790	1.06	1240	-139
floorplan	-	0	0.789	644	417
detailed placement	33.1	-2070	1.07	1240	-162
CTS	33.9	0	1.64	1270	43.1
global route	33.9	0	1.72	1270	0.244
## repair_timing
| action | 4_1_cts | 5_1_grt |
|---|---|---|
| endpoints found under the hold margin | 0 | 0 |
| setup endpoints to repair | 16 | 0 |
| resized | 48 | 0 |
| buffers inserted | 7 | 0 |
## power groups by stage
stage / combinational [mW] / clock [mW] / sequential (mW)
4_1_cts: 0.319 / 0.602 / 0.721
5_1_grt: 0.352 / 0.636 / 0.729
6_report: 0.309 / 0.566 / 0.721
## routing by layer
| metal | vias to the layer above | share of wire, % |
|---|---|---|
| met4 | 0 | 0 |
| li1 | 341 | - |
| met2 | 30 | 44 |
| met3 | 0 | 9.6 |
| met5 | - | 0 |
| met1 | 285 | 46 |
## Yosys cell counts
cell / instances
inv_1: 17
dfrtp_1: 16
nand3_1: 16
buf_4: 2
o21ai_0: 16
buf_2: 1
## cell families (layout without fill, tap and decap cells)
| kind of cell | count (synthesis) | count (layout) |
|---|---|---|
| AOI/OAI and AO/OA | 16 | 16 |
| buffers and inverters | 20 | 82 |
| DFF | 16 | 16 |
| and+or+nand+nor | 16 | 16 |
## final cells by class
class                      count  area (µm²)
clock buffer                   4        55.1
fill                         390        2480
inverter                      17        63.8
multi-input combinational     32         160
sequential                    16         400
tap                           48        60.1
timing repair buffer          61         528
Power and IR drop assume default switching activity.
